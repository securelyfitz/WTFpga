`/design/flow/config.mk`:
```
export PLATFORM = sky130hd
export DESIGN_NAME = clkdiv
export DESIGN_NICKNAME = clkdiv
export VERILOG_FILES = /design/flow/design.v
export SDC_FILE = /design/flow/constraint.sdc
export NUM_CORES = 4
export LEC_CHECK = 1
export CORE_AREA = 10 10 83 83
export DIE_AREA = 0 0 93 93
```
`/design/flow/constraint.sdc`:
```
current_design clkdiv

set clk_period 2.3
set clk_io_pct 0.2

create_clock -name clk0 -period $clk_period [get_ports {clk}]

set non_clock_inputs [all_inputs -no_clocks]
set_input_delay [expr $clk_period * $clk_io_pct] -clock clk0 $non_clock_inputs
set_output_delay [expr $clk_period * $clk_io_pct] -clock clk0 [all_outputs]
```
`/design/flow/design.v`:
```
`timescale 1ns / 1ps
module clkdiv(
    input clk,
    output clkout
    );
reg [15:0] counter;
assign clkout = counter[15];
always @(posedge clk)
	counter <= counter+1;
endmodule
```
`/design/flow/run.sh`:
```
#!/bin/bash
# OpenROAD 26Q1-2900-gdf79404cd8, Yosys 0.63+post, stock flow scripts
make -C /OpenROAD-flow-scripts/flow DESIGN_CONFIG=/design/flow/config.mk WORK_HOME=/design/flow/orfs finish
```
==> deck_impl_summary.md <==
Implementation Results

Clock tree
  – Root buffer cell: clkbuf_8
  – Num CTS Buffers: 3
  – Clock buffer depth: 2
  – CTS tree: built
  – Post-CTS resize count: 0
  – CTS sink count: 16
  – Clock slew at reported path FFs: 0.06 ns
  – Count of hold-fix buffers inserted at cts: 0
  – Postcts setup bufs: 0
  – Clk ins delay skew pair: 0.25 ns
  – H-tree levels: 1

Cells and area
  – Max reg flops: 16
  – Cell area after layout: 774.5 um2
  – Top cells excl fill/tap: dfxtp_1, xor2_1, nand3_1
  – Most flops, register: counter
  – Area Growth Syn to Fin: 24.55%
  – Layout cell share with drive strength beyond 1: 14.52%
  – Regs by FF count: counter: 16 flops
  – Fin cells: 132
  – Commonest Layout Cell: dfxtp_1

Placement
  – Cells after DPL: 128
  – IO buf count: 1
  – Final GP Congestion: 0.7181
  – Post-DP Area: 719.4 um2
  – HPWL Detailed: 614.3 um

Route
  – Post-route DRC: 0
  – Via count: 381
  – Routed WL: 852 um
  – Wirelength per Cell: 6.455 um
  – Diodes inserted: 0
  – 1st-pass router iterations: 2
  – Vias/cell: 2.886
  – Number of antenna-violating nets in the routed design: 0
  – DRT iter0 DRCs: 20

Synth
  – Distinct cells, synth: 12
  – Synth Seq Share: 51.51%
  – Mapped Cells: 57
  – Ys cells: 57
  – Synthesized area per cell: 10.91 um2
  – Yosys stat chip area: 621.8 um2
  – Synth flops: 16
  – Synth Cell Area: 621.8 um2
  – Ys Warns: 1

Floorplanning
  – Die width: 93 um
  – # IOs: 2
  – Die ar.: 0.008649 mm2
  – Row cnt: 26
  – Placeable Area: 0.005140 mm2
  – FP Core Util: 12.10%
  – Die height: 93 um

Min path
  – Hold Path Origin: counter[0]
  – Hold Crit Class: register to register

Job
  – Total tool warning count: 25
  – Max Cap Viol: 0

Pwr
  – Leakage Power: 0.3054 nW
  – Pwr dens: 671.7 mW/mm2
  – Peak VDD IR: 229.6 uV

Global route
  – Initial antenna violation count: 0
  – Overflow after GRT: 0
  – Vias in the first global route: 350
  – First-pass GRT wire length: 1.545 mm
  – GRT Total Usage: 2.173%
  – Largest net degree at the start of global routing: 10

STA
  – Fin Setup TNS: 0 ns
  – Max-slew headroom at the worst pin: 79.38%
  – Fmax: 658.5 MHz
  – Final setup violating endpoints: 0
  – Unrepaired setup endpoints after global routing: false
  – Final period utilization: 66.03%
  – Setup Skew: 0.003677 ns
  – Tightest Pin Transition: 0.3085 ns
  – Fin crit period: 1.519 ns
  – Hold Violations, Final: 0
  – Pins over their slew limit: 0

Setup path
  – CP delay by family, top: buffers and inverters
  – Nature of the critical path startpoint: register
  – Slowest stage delay, CP: 0.47 ns
  – Worst path required time: 1.84 ns
  – Buf/Inv on CP: 1
  – Crit path max-delay cell type: clkdlybuf4s50_1
  – CP max FO: 2
  – Worst path arrival time: 1.06 ns
  – Setup crit end kind: output port
  – CP cell instances: clkdlybuf4s50_1
  – Crit path from: counter[15]
  – R2r startpoint: counter[3]
  – Worst Setup Path Type: register to output port

Outcome
  – Status: finished, final reports clean
==> routing by layer <==
layer | share of wire [%] | GRT usage [%] | up-vias
met5 | 0 | 0 | -
met4 | 1.4 | 0.3856 | 0
met3 | 11 | 1.696 | 2
met2 | 37 | 2.862 | 5
met1 | 51 | 2.744 | 172
li1 | - | - | 202
==> kinds of logic (layout without fill, tap and decap cells) <==
family / Yosys count / after routing / synth area share [%]
buffers and inverters: 3 / 8 / 1.811
XOR/XNOR: 14 / 14 / 19.72
adder cells (fa/ha/maj): 1 / 1 / 2.012
flip-flops: 16 / 16 / 51.51
AND/OR/NAND/NOR: 23 / 23 / 24.95
==> power by group <==
part / leakage (nW) / switching (mW) / internal, mW
sequential: 0.129 / 0 / 0.277
clock: 0.0288 / 0.0915 / 0.152
combinational: 0.148 / 0 / 0
total: 0.305 / 0.0915 / 0.429
==> worst register-to-register path: stages, from the launching register on <==
cell and delay (ns):
dfxtp_1 0.45, nand4_4 0.22, nor4_2 0.34, xor2_1 0.15
==> cell usage after synthesis, drive strengths merged <==
master	n	share of area, %
nor3	4	3.2
nand2	4	2.4
inv	3	1.8
dfxtp	16	52
nor4	4	8.0
ha	1	2.0
xor2	10	14
nand4	3	5.4
nand3	5	4.0
nor2	3	1.8
xnor2	4	5.6
==> worst paths after layout <==
path	to	slack, ns	cells after the start
max reg2reg	counter[14]	1.07	3
min reg2reg	counter[0]	0.40	1
max	clkout	0.78	1
min	counter[0]	0.40	1
==> final cells by class <==
| type | count | area [um2] |
|---|---|---|
| repair buffers | 1 | 10.01 |
| multi-input cells | 38 | 290.3 |
| fillers | 596 | 4365 |
| well taps | 70 | 87.58 |
| clock buffers | 4 | 55.05 |
| flip-flops and latches | 16 | 320.3 |
| inverters | 3 | 11.26 |
==> metrics by stage <==
stage          utilization [%]  hold slack (ns)  setup slack, ns  total power, mW
2_1_floorplan                -           0.3703            1.169           0.2832
3_3_place_gp             14.00           0.3860            1.040           0.2832
3_5_place_dp             14.00           0.3899            1.040           0.2832
4_1_cts                  15.07           0.4048           0.7632           0.5304
5_1_grt                  15.07           0.4164           0.7112           0.5443
6_report                 15.07           0.4035           0.7814           0.5202
No activity file was given, so power comes from the tool's default toggle rates.
