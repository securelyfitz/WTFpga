==> design/flow/design.v <==
`timescale 1ns / 1ps
module seven_seg_mux(
	input clk,
	input [6:0] disp0, disp1,
	output reg [6:0] segout,
	output disp_sel
);
	reg current;
	assign disp_sel=current;
always @(posedge clk)
	case (current)
		1:begin
			segout<=disp1;
			current <= 0;
			end
		0:begin
			segout<=disp0;
			current <= 1;
			end
	endcase
endmodule
==> design/flow/run.sh <==
#!/bin/bash
# OpenROAD 26Q1-2900-gdf79404cd8, Yosys 0.63+post, stock flow scripts
make -C /OpenROAD-flow-scripts/flow DESIGN_CONFIG=/design/flow/config.mk WORK_HOME=/design/flow/orfs finish
==> design/flow/config.mk <==
export PLATFORM = sky130hd
export DESIGN_NAME = seven_seg_mux
export DESIGN_NICKNAME = seven_seg_mux
export VERILOG_FILES = /design/flow/design.v
export SDC_FILE = /design/flow/constraint.sdc
export NUM_CORES = 4
export LEC_CHECK = 1
export CORE_AREA = 10 10 70 70
export DIE_AREA = 0 0 80 80
==> design/flow/constraint.sdc <==
current_design seven_seg_mux

set clk_period 1.4
set clk_io_pct 0.2

create_clock -name clk0 -period $clk_period [get_ports {clk}]

set non_clock_inputs [all_inputs -no_clocks]
set_input_delay [expr $clk_period * $clk_io_pct] -clock clk0 $non_clock_inputs
set_output_delay [expr $clk_period * $clk_io_pct] -clock clk0 [all_outputs]
==> ci_impl_report.md <==
## PnR job results

| Metric | Value |
|---|---|
| Crit path DAT | `1.02 ns` |
| R2R Setup Slk | `0.46 ns` |
| P_leak | `0.2194 nW` |
| Core Area | `3416 um2` |
| Syn Inst Count | `17` |
| Reg2reg path depth | `2` |
| Area reported by Yosys stat | `280.3 um2` |
| DRC viols | `0` |
| Yosys stat cell total | `17` |
| Worst-skew pair later-pin latency | `0.24 ns` |
| Initial antenna violation count | `0` |
| Crit end category | `output pin` |
| Combinational fraction of design power | `15.3%` |
| Post-Route Setup TNS | `0 ns` |
| Critical setup path kind | `flop to output pin` |
| Via density | `2.420` |
| Peak VDD IR | `0.1527 mV` |
| First-pass GRT wire length | `1069 um` |
| Largest net degree at the start of global routing | `9` |
| Chip width | `80 um` |
| Share of cells above drive strength 1 | `26.19%` |
| Hold EP | `current$_DFF_P_` |
| IO Port Bufs | `22` |
| Util after Layout | `16.89%` |
| Post-CTS setup buffer count | `0` |
| Vias in the first global route | `252` |
| Cell with the most instances after synthesis | `dfxtp_1` |
| CTS Root Buffer Type | `clkbuf_4` |
| Worst EP required | `1.12 ns` |
| Post-cts sizing count | `0` |
| Syn_area_per_cell | `16.49 um2` |
| Final RePlAce weighted congestion | `0.6624` |
| Initial DRT Pass Iterations | `2` |
| Clock buffer count from CTS | `3` |
| Internal power | `0.3994 mW` |
| IO Pins | `23` |
| Synth flops | `8` |
| Post-Syn Area | `280.3 um2` |
| Number of H-tree levels | `1` |
| Final period util | `92.71%` |
| Finished Cell Area | `576.8 um2` |
| Worst hold path type | `flop to flop` |
| CTS Hold Bufs | `0` |
| Hold Vio Cnt, Final | `0` |
| Sw power | `0.07459 mW` |
| Slew headroom | `90.56%` |
| Num rows | `21` |
| Area Growth Syn to Fin | `105.8%` |
| Clock Sinks | `8` |
| Status | `finished, final reports clean` |
| Worst Min Path Start | `current$_DFF_P_` |
| Initial DRC Count | `2` |
| Clk slew on worst S/H paths | `0.05 ns` |
| Global route overflow | `0` |
| Crit-path leading delay family | `buffers and inverters` |
| Top cells by area | `dfxtp_1, mux2_4, buf_6` |
| Power share of the clock group | `33.7%` |
| Maximum capacitance violations | `0` |
| Sw Ratio | `15.74%` |
| Post-layout power | `0.4740 mW` |
| Antenna diodes | `0` |
| Ys async rst share | `0%` |
| DIE AREA | `6400 um2` |
| Top cell area share | `57.14%` |
| Unrepaired setup endpoints after global routing | `false` |
| CP max-delay cell | `clkdlybuf4s50_1` |
| R2r endpoint | `segout[2]$_DFF_P_` |
| Final setup vio count | `0` |
| Cell Area, Placed | `554.3 um2` |
| Starting density of the core | `8.205%` |
| ANT nets after route | `0` |
| F_max | `770.5 MHz` |
| Top FF cell, synth | `dfxtp_1` |
| Slew Viols, Final | `0` |
| Seq/Total Area, Yosys | `57.14%` |
| Routed vias | `213` |
| Sequential Power Share | `51.0%` |
| Reg-to-Reg Start | `current$_DFF_P_` |
| Minimum clock period | `1.298 ns` |
| Buffers & Inverters on Critical Path | `1` |
| Max FO, Critical Path | `2` |
| Total GRT Usage | `2.068%` |
| Post-Route Skew | `0.0005372 ns` |
| EDFF count, synth | `0` |
| CP startpoint kind | `flop` |
| Post-synth top cells | `dfxtp_1, mux2_4, buf_6, inv_1` |
| Die height | `80 um` |
| CTS tree | `built` |
| DR WL/cell | `8.114 um` |
| Crit-path cells | `clkdlybuf4s50_1` |
| Cell type with the largest total area | `dfxtp_1` |
| CP peak stage delay | `0.46 ns` |
| Unique cell types | `4` |
| Warnings, synthesis | `1` |
| Clock Tree Buf Depth | `2` |
| Measured slew at the worst slew-check pin | `0.1415 ns` |
| Total routed wirelength | `714 um` |
| OpenROAD warnings | `25` |
| Power per cell area | `821.7 nW/um2` |
| Hold Crit Depth | `2` |
per-stage QoR:
| stage | setup slack [ns] | std cells | hold WS, ns |
|---|---|---|---|
| final | 0.1021 | 88 | 0.5612 |
| after global placement | 0.3325 | 85 | 0.5536 |
| after floorplan | 0.5498 | 17 | 0.4229 |
| after global routing | 0.02701 | 88 | 0.5907 |
| after CTS | 0.07979 | 88 | 0.5673 |
| after detailed placement | 0.3217 | 85 | 0.5557 |
power groups by stage:
stage	registers, mW	logic [mW]	clock network [mW]
CTS	0.242	0.0744	0.168
global route	0.242	0.0780	0.189
finish	0.242	0.0726	0.160
metal layers:
layer | wire length, um | share of wire (%) | GRT usage (%) | vias to the layer above
met5 | 0 | 0 | 0 | -
met4 | 6 | 0.84 | 0.8803 | 0
met3 | 92 | 13 | 1.250 | 2
met2 | 425 | 60 | 4.013 | 9
met1 | 189 | 26 | 1.544 | 95
li1 | - | - | - | 107
sequential cells by signal (all words and copies together), names as in the netlist:
name / count
current: 1
segout: 7
area by class of cell:
cell class | instances | area (um2)
Clock buffer | 3 | 22.52
Fill cell | 381 | 2839
Inverter | 1 | 3.754
Multi-Input combinational cell | 7 | 105.1
Sequential cell | 8 | 160.2
Tap cell | 46 | 57.56
Timing Repair Buffer | 23 | 227.7
worst max-delay path by stage:
stage | start | cells after the start | to | slack [ns]
4_1_cts | segout[1]$_DFF_P_ | 1 | segout[1] | 0.08
5_1_grt | current$_DFF_P_ | 1 | disp_sel | 0.03
6_report | current$_DFF_P_ | 1 | disp_sel | 0.10
placed cells by master, fill, tap and decap left out:
cell type        instances
buf_4                    1
clkbuf_4                 3
clkdlybuf4s50_1         22
dfxtp_1                  8
inv_1                    1
mux2_4                   7
kinds of logic after synthesis:
group	after synthesis	synth area share, %
buffers and inverters	2	5.356
DFF	8	57.14
muxes	7	37.50
Power and IR drop assume default switching activity.
